### flow/constraint.sdc
current_design seven_seg_scanner

set clk_period 1.5
set clk_io_pct 0.2

create_clock -name clk0 -period $clk_period [get_ports {div_clock}]

set non_clock_inputs [all_inputs -no_clocks]
set_input_delay [expr $clk_period * $clk_io_pct] -clock clk0 $non_clock_inputs
set_output_delay [expr $clk_period * $clk_io_pct] -clock clk0 [all_outputs]
### flow/run.sh
#!/bin/bash
# OpenROAD 26Q1-2900-gdf79404cd8, Yosys 0.63+post, stock flow scripts
make -C /OpenROAD-flow-scripts/flow DESIGN_CONFIG=/design/flow/config.mk WORK_HOME=/design/flow/orfs finish
### flow/config.mk
export PLATFORM = sky130hd
export DESIGN_NAME = seven_seg_scanner
export DESIGN_NICKNAME = seven_seg_scanner
export VERILOG_FILES = /design/flow/design.v
export SDC_FILE = /design/flow/constraint.sdc
export NUM_CORES = 4
export LEC_CHECK = 1
export CORE_AREA = 10 10 70 70
export DIE_AREA = 0 0 80 80
### flow/design.v
module seven_seg_scanner(
    input div_clock,
    input reset,
    output [3:0] anode
);
    reg [1:0] count;
    always @ (posedge div_clock or posedge reset) begin
        if (reset) begin
            count <= 0;
        end
        else begin
           count <= count + 1;
        end
    end
    assign anode = ~(1 << count);
endmodule
==> run_results.csv <==
group,metric,value,unit
worst_setup_path,crit_slowest_cell,"dfrtp_1",
yosys,yosysSeqAreaShare,0.3960,
yosys,synthDominantCellAreaShare,0.3960,
drt,detail-route-antenna-nets,0,
hold_path,min_path_type,"in2async",
yosys,synth.largest_area_cell,"dfrtp_1",
cells_and_area,area_growth,177.2,%
cells_and_area,drive_gt1_frac,0.6552,
yosys,ys_sh_simple,0,
outcome,status,"complete, no violations",
final_timing,worst_clock_skew,0.0009797,ns
yosys,async_reset_ff_frac,1.000,
cts,clk_pin_slew_worst_paths,0.03,ns
floorplanning,fp.dieH,80,um
worst_setup_path,r2r_cells,3,
cts,cts_root_buffer,"clkbuf_4",
worst_setup_path,critical_path.cell_chain,"inv_2, buf_6, ha_4, inv_1, dlygate4sd2_1",
worst_setup_path,timing.rr.start,"count[1]",
floorplanning,initCoreUtil,0.03700,
global_route,grt_remaining_overflow,0,
floorplanning,die_x,80,um
cts,numCtsBuffers,3,
run,warning_count,29,
floorplanning,ios,6,
yosys,synthCells,13,
cells_and_area,flop_area,50.05,um2
yosys,adder_share,0.3960,
placement,hpwl,219.4,um
power_and_ir_drop,p_leak,0.1483,nW
final_timing,rsz0062_at_grt,"yes",
global_route,grt_pass1_vias,168,
placement,pre_cts_ws,0.05273,ns
yosys,synthTopLogicFamily,"adder cells",
floorplanning,core_area,0.003416,mm2
global_route,antenna_found_initial,1,
cts,cts_tree,"yes",
cells_and_area,largest-register,"count",
worst_setup_path,required,1.20,ns
cts,htreeDepth,1,
final_timing,setup_slack,0.04238,ns
yosys,yosysCellCount,13,
final_timing,hold_viol,0,
yosys,muxShareOfSynthArea,0,
cells_and_area,design_area,350.3,um2
drt,drt-initial-drc-count,4,
global_route,grt_util_met2,0.01846,
placement,place_congestion,0.6788,
cells_and_area,largest_reg_flops,2,
yosys,synth_top_cell_by_count,"inv_1",
final_timing,slew_violations,0,
drt,routed_wl,412,um
final_timing,finalSetupViolCount,0,
yosys,aoi_share,0,
worst_setup_path,max_stage_delay,0.39,ns
worst_setup_path,crit_type,"reg2out",
global_route,grt_pass1_wl,655,um
final_timing,max_slew_margin,0.9066,
final_timing,period_used_share,0.9717,
placement,io_buffer_count,5,
floorplanning,die-area,0.006400,mm2
cells_and_area,nFillCells,396,
yosys,yosysWarnings,1,
drt,wl_per_cell,5.421,um
yosys,synth_area,126.4,um2
run,maxCapViolations,0,
power_and_ir_drop,peakVddDrop,0.0001112,V
worst_setup_path,endpoint,"anode[2]",
yosys,xor_area_frac,0,
worst_setup_path,cp-start-kind,"register",
global_route,grt_max_degree,4,
final_timing,fmax,686.0,MHz
cells_and_area,top_regs,"count (2)",
global_route,grt_use_total,0.01342,
final_timing,worst_pin_slew,0.1401,ns
yosys,ys_chip_area,126.4,um2
cts,cts_sinks,2,
cts,clockBufferDepth,2,
cells_and_area,logic_area,80.08,um2
worst_setup_path,arrival,1.16,ns
yosys,synth.avg_cell_area,9.721,um2
global_route,grt-busiest-layer,"met3",
worst_setup_path,worstPathMaxFanout,3,
global_route,use_met3,0.01932,
yosys,synth.top_cells.by_count,"7 x inv_1, 4 x ha_1, 2 x dfrtp_1",
drt,vias_per_cell,1.855,
power_and_ir_drop,power_density,501.8,mW/mm2
yosys,ys_ff,2,
placement,placed_area,234.0,um2
yosys,synth-edff-count,0,
worst_setup_path,setup.worst_path.end_class,"output port",
worst_setup_path,regToRegSetupSlack,0.59,ns
final_timing,holdWs,0.2539,ns
drt,dr.pass1.iters,2,
drt,vias,141,
drt,post-route-drc-count,0,
yosys,ys_types,3,
final_timing,period_minus_slack,1.458,ns
cts,clock_latency,0.22,ns
floorplanning,fp-row-count,21,
final_timing,tns,0,ns
worst_setup_path,crit_start,"count[0]",
yosys,ff_type,"dfrtp_1",
worst_setup_path,rr_endpoint,"count[1]",
global_route,grt_use_met1,0.009954,
yosys,yosys-top-cells-area,"dfrtp_1 40%, ha_1 40%, inv_1 21%",
==> worst max-delay path, delay by kind of cell (launching register included) <==
family     cells  cell delay (ns)
buf+inv        4             0.43
flops          1             0.39
fa+ha+maj      1             0.12
==> cells by family after synthesis <==
group	count (synthesis)
flip-flops	2
adder cells (fa/ha/maj)	4
buffers and inverters	7
==> worst min-delay path by stage <==
stage | startpoint | end | slack (ns) | depth (start not counted)
6_report | reset | count[1] | 0.25 | 2
5_1_grt | reset | count[1] | 0.29 | 2
4_1_cts | reset | count[1] | 0.23 | 2
==> cell usage in the layout, fill, tap and decap left out <==
cell type	netlist	layout
buf_4	0	6
inv_1	7	4
inv_2	0	3
clkbuf_4	0	3
ha_4	0	2
ha_2	0	2
dfrtp_1	2	2
clkdlybuf4s15_1	0	2
buf_6	0	2
diode_2	0	1
clkdlybuf4s50_1	0	1
buf_2	0	1
dlygate4sd2_1	0	1
==> per-stage QoR <==
step / power (W) / util / std cells
CTS: 0.0001854 / 0.09267 / 73
floorplan: 0.00005595 / - / 13
detailed placement: 0.00005865 / 0.06850 / 64
global placement: 0.00005865 / 0.06850 / 64
finish: 0.0001758 / 0.1026 / 76
global route: 0.0001875 / 0.1026 / 76
==> where the power goes <==
group | leakage (nW) | total [W] | internal (W) | switching [W]
combinational | 0.106 | 0.00000390 | 0.00000246 | 0.00000144
clock | 0.0138 | 0.000118 | 0.0000881 | 0.0000294
sequential | 0.0286 | 0.0000544 | 0.0000544 | 0
total | 0.148 | 0.000176 | 0.000145 | 0.0000308
==> area by class of cell <==
type | instances | area share
Timing Repair Buffer | 13 | 0.3179
Multi-Input combinational cell | 4 | 0.2286
Antenna cell | 1 | 0.007143
Clock buffer | 3 | 0.06429
Inverter | 7 | 0.07500
Sequential cell | 2 | 0.1429
Tap cell | 46 | 0.1643
==> layer usage <==
| layer | wire (um) | vias to the layer above |
|---|---|---|
| met4 | 0 | 0 |
| li1 | - | 69 |
| met5 | 0 | - |
| met3 | 83 | 0 |
| met2 | 179 | 6 |
| met1 | 149 | 66 |
==> timing repair <==
item,in CTS,in global routing
setup endpoints to repair,4,3
hold buffers,0,0
pin swaps,3,0
resized,14,5
setup buffers,6,3
No activity file was given, so power comes from the tool's default toggle rates.
